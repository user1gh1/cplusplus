--- ./run.sh ---
#!/bin/bash
# OpenROAD 26Q1-2900-gdf79404cd8, Yosys 0.63+post, stock flow scripts
make -C /OpenROAD-flow-scripts/flow DESIGN_CONFIG=/design/flow/config.mk WORK_HOME=/design/flow/orfs finish
--- ./config.mk ---
export PLATFORM = sky130hd
export DESIGN_NAME = blink4
export DESIGN_NICKNAME = blink4
export VERILOG_FILES = /design/flow/design.v
export SDC_FILE = /design/flow/constraint.sdc
export NUM_CORES = 4
export LEC_CHECK = 1
export CORE_AREA = 10 10 105 105
export DIE_AREA = 0 0 115 115
--- ./constraint.sdc ---
current_design blink4

set clk_period 6.2
set clk_io_pct 0.2

create_clock -name clk0 -period $clk_period [get_ports {clk}]

set non_clock_inputs [all_inputs -no_clocks]
set_input_delay [expr $clk_period * $clk_io_pct] -clock clk0 $non_clock_inputs
set_output_delay [expr $clk_period * $clk_io_pct] -clock clk0 [all_outputs]
--- ./design.v ---
module blink4 (
  input clk,
  input rst,
  output reg led1,
  output reg led2,
  output reg led3,
  output reg led4
);
  reg [1:0] state;
  wire pulse_out;
  timer #(
    .WIDTH(32)
  ) cnt_i (
    .clk(clk),
    .rst(rst),
    .limit(25),
    .pulse_out(pulse_out)
  );
  always @(posedge clk) begin
    if (rst) begin
      led1 <= 1'b0;
      led2 <= 1'b0;
      led3 <= 1'b0;
      led4 <= 1'b0;
      state <= 2'b00;
    end
    else if (pulse_out) begin
      case(state)
        2'b00: begin
          led1 <= ~led1;
          state <= 2'b01;
        end
        2'b01: begin
          led2 <= ~led2;
          state <= 2'b10;
        end
        2'b10: begin
          led3 <= ~led3;
          state <= 2'b11;
        end
        2'b11: begin
          led4 <= ~led4;
          state <= 2'b00;
        end
        default: state <= 2'b00;
      endcase
    end
  end
endmodule
module timer (clk, rst, limit, pulse_out);
parameter WIDTH = 32;
input clk;
input rst;
input [WIDTH-1:0] limit;
output pulse_out;
reg [WIDTH-1:0] counter;
wire [WIDTH-1:0] counter_nxt;
assign counter_nxt = (counter != limit) ? counter + {{WIDTH-1{1'b0}}, 1'b1} : {WIDTH{1'b0}};
assign pulse_out = (counter == limit);
always @(posedge clk) begin
    if (rst) counter <= {WIDTH{1'b0}};
    else     counter <= counter_nxt;
end
endmodule
==> flow_summary.ini <==
; implementation run metrics
[yosys]
yosysChipArea_um2 = 1920
adder_share_pct = 1.30
netlist_area_um2 = 1920
yosys_cells = 227
ys_sh_simple_pct = 32.8
mux_area_share_pct = 2.35
synthesis.instances = 227
xor_share_pct = 5.93
postSynthSeqShare_pct = 41.7
yosys_register_bits = 40
synth-warning-count = 2
yosys.cell_types.count = 31
async_flop_share_pct = 0
edf_count = 0
yosys.area_share.aoi_pct = 12.5
ff_type = dfxtp_1
logic_family = simple AND/OR/NAND/NOR gates
synth_area_per_cell_um2 = 8.46

[clocking]
clk_latency_ns = 0.30
ctsResizeCount = 0
clk_transition_reported_paths_ns = 0.08
cts-hold-fix-buffers = 0
cts_tree = done
clock_path_buffers = 2
cts_buffers = 5
cts-root-buf = clkbuf_8
cts_sinks = 40
htreeDepth = 2
cts_setup_buffers = 0

[critical_path]
arrival_ns = 2.58
cp_cell_sequence = clkdlybuf4s50_1 > inv_1 > o21ai_2 > buf_4 > nor2_1
crit_path_top_delay_cell = clkdlybuf4s50_1
required_ns = 6.38
startpoint_type = primary input
worst-setup-path-type = primary input to flip-flop
slowest_delay_ns = 0.70
critPathCaptureType = flip-flop
cp_max_fo = 32

[die]
ios = 6
die_x_um = 115
initial_core_util_pct = 21.9
die_h_um = 115
coreArea_um2 = 8760
rows = 34
dieArea_um2 = 13200

[finish]
nFillCells = 946
area_delta_synth_final_pct = 13.4
lay_top_count = dfxtp_1
lay_top_cells = dfxtp_1 (40), nor2_1 (21), a21oi_1 (20)
utilization_pct = 24.8
stdcell_count = 338
layout-drive-gt1-share_pct = 8.26

[timing]
fin_crit_ns = 2.40
finalCritPeriodShare_pct = 38.7
fin_setup_tns_ns = 0
report.final.slew_viol_count = 0
setup-violations-final = 0
fmax_mhz = 417
tightest_slew_ns = 0.432
fin_ws_ns = 3.80
holdWs_ns = 0.478
final_hold_viol_count = 0
slew_headroom_pct = 71.1
rsz0062_at_grt = false
skew_ns = 0.00966

[power_and_ir_drop]
powerDensity_nw_per_um2 = 223
comb_power_share_pct = 2.6
p_leak_uw = 0.000633
p_seq_share_pct = 53.5
power.share.clock_pct = 43.9
p_sw_share_pct = 21.5
ir_drop_mv = 0.161
p_int_uw = 382
switching_power_uw = 105

[place]
dp_slack_ns = 3.50
dpl.hpwl_um = 2740
dp_cells = 330
gpl.final_weighted_congestion = 0.799
portBuffers = 5

[routing]
antennaDiodeCount = 0
drc = 0
routed_wl_um = 3990
postRouteAntennaNets = 0
drtPass1Iterations = 4
via_count = 1623
drtIter0Drc = 91
avgRoutedWirePerCell_um = 11.8
viasPerCell = 4.80

[grt]
grt_pass1_vias = 1524
grt_pass1_wl_um = 7200
grt_max_degree = 33
grt.overflow.total = 0
track_usage_pct = 6.31
antenna_found_initial = 0

[flow_run]
cap_violations = 0
warnings = 26

[run_status]
status = finished, final reports clean

[min_path]
hp-class = flip-flop to flip-flop
==> layout make-up <==
cell class	instances	area [µm²]	share of cell area (%)
clock inverters	3	42.5	1.95
well taps	108	135	6.21
clock buffers	5	68.8	3.16
repair buffers	6	57.6	2.64
flip-flops and latches	40	801	36.8
inverters	4	15.0	0.690
multi-input cells	172	1060	48.6
==> Yosys cell counts (2+ instances only) <==
cell type / instances / share of area [%]
a21oi_1: 20 / 5.2
and2_1: 2 / 0.65
and3_1: 4 / 1.3
and4_1: 4 / 1.8
clkbuf_1: 9 / 1.8
dfxtp_1: 40 / 42
ha_1: 2 / 1.3
inv_1: 4 / 0.78
mux2_2: 4 / 2.3
nand2_1: 14 / 2.7
nand3_1: 15 / 3.9
nand4_1: 9 / 2.9
nor2_1: 21 / 4.1
nor2b_1: 4 / 1.3
nor3_1: 5 / 1.3
nor4_1: 8 / 2.6
o21ai_0: 9 / 2.3
o31ai_1: 12 / 4.7
or2_2: 3 / 0.98
or3_1: 4 / 1.3
or4_1: 13 / 5.1
xnor2_1: 11 / 5.0
xor2_1: 2 / 0.91
==> registers in the layout, summed over array words and instances, names as in the netlist <==
register	cells
cnt_i.counter	32
state	4
led1	1
led2	1
led3	1
led4	1
==> worst paths after layout <==
check        cells after the start                            to                        start  slack (ns)
min                              1   cnt_i.counter[0]$_SDFF_PP0_  cnt_i.counter[0]$_SDFF_PP0_        0.48
min reg2reg                      1   cnt_i.counter[0]$_SDFF_PP0_  cnt_i.counter[0]$_SDFF_PP0_        0.48
max reg2reg                      4  cnt_i.counter[31]$_SDFF_PP0_  cnt_i.counter[3]$_SDFF_PP0_        4.19
max                              5   cnt_i.counter[7]$_SDFF_PP0_                          rst        3.80
==> cell families after synthesis <==
| kind of cell | count (synthesis) |
|---|---|
| xor+xnor | 13 |
| compound gates | 42 |
| mux | 4 |
| fa+ha+maj | 2 |
| flops | 40 |
| simple gates | 111 |
| buf+inv | 15 |
==> per-stage QoR <==
step | total power [µW] | instance area (µm²)
5_1_grt | 507 | 2180
6_report | 486 | 2180
2_1_floorplan | 275 | 1920
4_1_cts | 492 | 2180
3_3_place_gp | 279 | 2070
3_5_place_dp | 279 | 2070
==> layer usage <==
layer / track usage [%] / routed length [µm] / vias to the layer above
li1: - / - / 843
met1: 9.41 / 2010 / 763
met2: 9.72 / 1840 / 12
met3: 1.16 / 99 / 5
met4: 0.578 / 42 / 0
met5: 0 / 0 / -
==> power groups by stage <==
stage / Clock [µW] / Combinational, µW / Sequential [µW]
after CTS: 219 / 12.9 / 260
after global routing: 231 / 15.3 / 261
final: 213 / 12.9 / 260
==> critical path: cells and delay by family <==
family / cells / cell delay [ns]
buf+inv: 3 / 1.16
simple gates: 1 / 0.09
compound gates: 1 / 0.07
Power and IR drop assume default switching activity.
