File: flow/run.sh
#!/bin/bash
# OpenROAD 26Q1-2900-gdf79404cd8, Yosys 0.63+post, stock flow scripts
make -C /OpenROAD-flow-scripts/flow DESIGN_CONFIG=/design/flow/config.mk WORK_HOME=/design/flow/orfs finish
File: flow/config.mk
export PLATFORM = sky130hd
export DESIGN_NAME = add8
export DESIGN_NICKNAME = add8
export VERILOG_FILES = /design/flow/design.v
export SDC_FILE = /design/flow/constraint.sdc
export NUM_CORES = 4
export LEC_CHECK = 1
export CORE_AREA = 10 10 70 70
export DIE_AREA = 0 0 80 80
File: flow/constraint.sdc
current_design add8

set clk_period 8.4
set clk_io_pct 0.2

create_clock -name clk0 -period $clk_period

set non_clock_inputs [all_inputs -no_clocks]
set_input_delay [expr $clk_period * $clk_io_pct] -clock clk0 $non_clock_inputs
set_output_delay [expr $clk_period * $clk_io_pct] -clock clk0 [all_outputs]
File: flow/design.v
module add (
	input a,
	input b,
	input carry_in,
	output sum,
	output carry_out
);
assign sum = (a ^ b) ^ carry_in;
assign carry_out = (a & b) | ((a ^ b) & carry_in);
endmodule
module add8 #(
  parameter SIZE = 8
) (
  input [SIZE-1:0] a,
  input [SIZE-1:0] b,
  output [SIZE:0] sum
);
  wire [SIZE-1:0] c;
  genvar i;
  generate
    for (i = 0; i < SIZE; i = i + 1) begin : adder_gen
      add add_inst (
        .a(a[i]),
        .b(b[i]),
        .carry_in(i == 0 ? 1'b0 : c[i-1]),
        .sum(sum[i]),
        .carry_out(c[i])
      );
    end
  endgenerate
  assign sum[SIZE] = c[SIZE-1];
endmodule
==> GITHUB_STEP_SUMMARY <==
### Metrics collected by this job

| Metric | Value |
|---|---|
| Status | `finished, final reports clean` |
| GRT Resource Usage Total | `under 10%` |
| First-pass GRT wire length | `1090 um` |
| CP Launch Point | `a[0]` |
| Most frequent cell after synthesis | `buf_4` |
| Core box area | `between 3000 and 4000 um2` |
| Drt wl/cell | `8.25 um` |
| Syn-to-layout area delta | `101%` |
| Largest net degree at the start of global routing | `2` |
| Register share after synthesis | `0%` |
| Placed cell area | `about 480 um2` |
| Final Max Slew Viols | `0` |
| Endpoints failing hold | `0` |
| Slowest CP cell | `clkdlybuf4s50_1` |
| Worst Setup End Kind | `output pin` |
| Post-Route WL | `between 600 and 700 um` |
| Layout cells sized above 1 | `0%` |
| CLK BUF | `0` |
| Cell Rows | `21` |
| Final Cycle Share | `between 80 and 90%` |
| Crit-path most repeated cell | `fa_1` |
| Final Cell Area | `479 um2` |
| Vias in the first global route | `~220` |
| Crit path kind | `in -> out` |
| Critical path's largest stage delay | `roughly 0.46 ns` |
| Worst Path Max Fanout | `1` |
| Number of cells in Yosys stat | `22` |
| Unique cell types | `4` |
| CP cell instances | `clkdlybuf4s50_1 > ha_1 > fa_1 > fa_1 > fa_1 > fa_1 > fa_1 > fa_1 > inv_1 > fa_1 > inv_1 > clkdlybuf4s50_1` |
| Top area cell types | `fa_1 59%, buf_4 28%, inv_1 7.9%` |
| Antenna cell count | `0` |
| Ports | `25` |
| Min Hold Slack | `4.39 ns` |
| CTS Hold Bufs | `0` |
| Worst-Margin Slew | `roughly 0.094 ns` |
| Minimum clock period | `7.28 ns` |
| Data arrival, critical path | `between 5 and 6 ns` |
| IO buf count | `25` |
| Post-synth top cells | `9 x buf_4, 7 x fa_1, 5 x inv_1, 1 x ha_1` |
| Global Route met3 Usage | `under 10%` |
| Avg Inst Size Synth | `around 11 um2` |
| Fill cells | `~390` |
| Fmax | `137 MHz` |
| XOR-XNOR Cells, Area Fraction | `0%` |
| Setup TNS | `0 ns` |
| Die Wd | `roughly 80 um` |
| Simple share | `0%` |
| Initial antenna violation count | `0` |
| Placed Cells | `84` |
| Max rail drop VDD | `roughly 0.021 mV` |
| Synthesized area | `239 um2` |
| Via count | `184` |
| Post-synth mux share | `0%` |
| Max-area cell share | `58.6%` |
| RSZ-0062 raised after global routing | `false` |
| Hold Crit Class | `in -> out` |
| OpenROAD warnings | `32` |
| Drt pass-1 iters | `2` |
| Gate Count Post-Synth | `22` |
| Leakage | `0.185 nW` |
| Sequential cells | `0` |
| DP Wirelength | `~700 um` |
| Most used routing layer | `met1` |
| Sequential cell area | `0 um2` |
| Crit path capture | `sum[7]` |
| Post-CTS Setup Bufs | `0` |
| Starting DRC count in detailed routing | `1` |
| Max_cap viols | `0` |
| Die area | `between 6000 and 7000 um2` |
| Final core utilization | `14.0%` |
| Via/cell ratio | `2.19` |
| Pwr/cell area | `slightly above 60 nW/um2` |
| Adder Share, Synth | `between 60% and 70%` |
| GRT met2 Usage | `2.25%` |
| Logic family by area | `adder cells` |
| Init Core Util | `around 7.0%` |
| GPL Wtd Cong | `just over 0.8` |
| Overflow after GRT | `0` |
| DRC | `0` |
| ANT nets after route | `0` |
| Met1 Use GR | `under 10%` |
| Largest area contributor in the netlist | `fa_1` |
| Crit path required time | `between 6 and 7 ns` |
| Final setup viols | `0` |
| Rel. slew slack | `between 90% and 100%` |
| CTS resizes | `0` |
| Final non-filler cell total | `about 84` |
| YS chip area | `~240 um2` |
| Synth Area in Compound Gates | `0%` |
| Warnings, synthesis | `0` |
| Die height | `about 80 um` |
| Startpoint Class | `primary input` |
stage by stage:
step           total power [mW]  setup slack (ns)
2_1_floorplan            0.0147              2.01
3_3_place_gp             0.0299              1.11
3_5_place_dp             0.0300              1.09
4_1_cts                  0.0302              1.08
5_1_grt                  0.0330             0.953
6_report                 0.0293              1.12
cell usage in the layout (no fill, tap or decap):
cell	synthesis	final
clkdlybuf4s50_1	0	25
inv_1	5	5
ha_1	1	1
fa_1	7	7
worst max-delay path, delay by kind of cell:
kind                     cells  cell delay [ns]
buffers and inverters        4             1.00
adder cells (fa/ha/maj)      8             2.92
per-layer routing:
layer  wire, um  vias to the layer above
met5          0                        -
met3        186                        0
met2        160                       24
met4          0                        0
li1           -                       85
met1        346                       75
report_power, final:
group          leakage [nW]  switching (mW)  internal (mW)
sequential                0               0              0
combinational         0.185         0.00724         0.0221
clock                     0               0              0
total                 0.185         0.00724         0.0221
logic make-up after synthesis:
| group | after synthesis |
|---|---|
| fa+ha+maj | 8 |
| buf+inv | 14 |
area by class of cell:
class	count	area [um2]	area share, %
Multi-Input combinational cell	8	153	31.9
Inverter	5	18.8	3.92
Timing Repair Buffer	25	250	52.2
Tap cell	46	57.6	12.0
worst min path at each step:
stage | cells past startpoint | slack [ns] | end | start
after global routing | 3 | 4.43 | sum[0] | a[0]
final | 3 | 4.39 | sum[0] | b[0]
after CTS | 3 | 4.40 | sum[0] | b[0]
Power figures rest on the tool's default switching activity, not on a simulated workload.
