**design/flow/run.sh**
```bash
#!/bin/bash
# OpenROAD 26Q1-2900-gdf79404cd8, Yosys 0.63+post, stock flow scripts
make -C /OpenROAD-flow-scripts/flow DESIGN_CONFIG=/design/flow/config.mk WORK_HOME=/design/flow/orfs finish
```
**design/flow/config.mk**
```make
export PLATFORM = sky130hd
export DESIGN_NAME = brightled
export DESIGN_NICKNAME = brightled
export VERILOG_FILES = /design/flow/design.v
export SDC_FILE = /design/flow/constraint.sdc
export NUM_CORES = 4
export LEC_CHECK = 1
export CORE_UTILIZATION = 50
```
**design/flow/constraint.sdc**
```tcl
current_design brightled

set clk_period 11.4
set clk_io_pct 0.2

create_clock -name clk0 -period $clk_period [get_ports {clk}]

set non_clock_inputs [all_inputs -no_clocks]
set_input_delay [expr $clk_period * $clk_io_pct] -clock clk0 $non_clock_inputs
set_output_delay [expr $clk_period * $clk_io_pct] -clock clk0 [all_outputs]
```
**design/flow/design.v**
```verilog
module brightled (
	input clk, 
	input rst,
	input button_plus,
	input button_minus,
	output reg led
);
	reg [31:0] count = 0;
	reg [31:0] bright = 50;
	wire b_plus_out;
    wire b_minus_out;
	debounce debplus (
	  .clk(clk),
	  .rst(rst),
	  .button(button_plus),
	  .button_out(b_plus_out)
	);
	debounce debminus (
	  .clk(clk),
	  .rst(rst),
	  .button(button_minus),
	  .button_out(b_minus_out)
	);
	always @(posedge clk) begin
		if (rst) 
		begin  
			led <= 1'b0;
			count <= 0;
		end
		else if (b_plus_out)
				bright <= bright + 50;
		else if (b_minus_out)
				bright <= bright - 50;
		else
		begin
			if ( count == bright )
			begin
				count <= 0;
				led <= 1'b1;
			end
			else 
			begin 
				count <= count + 1;
				led <= 1'b0;
			end
		end
	end
endmodule
module debounce (clk, rst, button, button_out);
input clk;
input rst;
input button;
output button_out;
reg  [17:0] counter;
wire [17:0] counter_nxt;
wire full;
assign full = (counter == 18'd25);
assign counter_nxt = (button) ? (~full ? counter + {{17{1'b0}}, 1'b1} : 9'd250000) : {18{1'b0}};
assign button_out = full;
always @(posedge clk) begin
    if (rst) counter <= {18{1'b0}};
    else     counter <= counter_nxt;
end
endmodule
```
==> notes.md <==
Main metrics from the flow reports.

The run finished with clean final reports. The number of antenna violations at the first check in global routing is 0. The number of vias per cell after detailed routing came out at 5.64.

The average instance area after synthesis came out at 8.77 sq um. In this run the critical register-to-register path is launched from debplus.counter[7]$_SDFF_PP0_. The final critical path time including I/O delays and setup is 3.77 ns. The most used flip-flop cell after synthesis is dfxtp_1. The final RePlAce weighted congestion is 0.888. The gate count of the mapped netlist is 714. The analysis reports a worst IR drop on VDD of 58.0 uV. The yosys synthesis chip area is 6260 sq um. Summed over all instances, the cell type with the most area after synthesis is dfxtp_1. The number of enable-type register cells in the synthesized netlist is 31. The overall routed net length came out at 13800 um.

The number of buffer cells added on primary ports came out at 4. The final timing report lists a hold violation count of 0. The die span in x came out at 114 um.

In this design, the largest share of critical-path delay is due to AND-OR/OR-AND gates. The leftover overflow at the end of global routing is 0. The number of diodes added for antenna fixing is 0. The multi-input logic area is 3780 sq um. The number of standard-cell rows in the floorplan came out at 40. The register area share after synthesis is 0.369.

The post-detailed-route DRC marker count is 0. Entering global routing, the biggest net connects 32 pins. The critical-path maximum fanout came out at 31. The share of cells above drive strength 1 came out at 0.0545. Max-slew check failures listed in the final report amount to 0. TritonCTS built the clock tree. The post-route antenna net violation count is 0. The worst min-delay path class is flop to flop. The cell seen most often among critical-path stages is a21o_1. The worst max-slew margin expressed relative to the limit came out at 0.593. The signal on the critical path passes through nor4_1, nand3_1, or3_1, buf_4, ha_1, a21o_1, a21o_1, a21o_1, a2111oi_0, o21bai_1, mux2i_1, or4_1. The source-to-sink clock delay at the later pin of the worst-skew pair came out at 0.35 ns.

The required time of the critical path came out at 11.49 ns. The count of endpoints failing setup in the final report came out at 0. The number of CTS-inserted buffers came out at 9. The slew at the pin closest to its max-slew limit is 0.611 ns. Clock-pin slew was measured on the worst setup and hold paths at 0.07 ns. The summed negative setup slack over all endpoints came out at 0 ns. Along the critical path, the tally of buffer and inverter instances is 1. In the final run the clock tree shows a worst skew of 0.00582 ns. The worst-case register-to-register setup slack is 7.63 ns. The clock sink count came out at 100. The final critical-path share of the clock period is 0.331.

Along the worst hold path, the cell count comes to 2. The violation count after the first detailed-routing iteration came out at 318. The core utilization before placement came out at 0.517. STA lists the startpoint of the worst hold path as led$_SDFFE_PP0P_. The largest stage delay on the critical path came out at 0.43 ns. For this run, the top clock speed supported by timing is 265 MHz.

For the worst flop-to-flop path, the logic depth is 12. The finished layout holds 883 standard cells, fillers aside. The endpoint identified for the worst register-to-register timing path is bright[30]$_DFFE_PP_. The netlist uses 66 different library cells. The I/O pin count is 5. The sink of the worst hold path is led$_SDFFE_PP0P_. Setup repair after global routing left no endpoint under its margin. The floorplan die height came out at 114 um. The worst-case clock buffer depth came out at 2. For this design, the slowest cell found on the critical path is ha_1. The detailed placer reported the number of placed instances as 867. Across the whole layout, storage elements account for 2310 sq um. Ranked by total cell area, the synthesized netlist is headed by dfxtp_1 22%, edfxtp_1 15%, xor2_1 8.5%.

The routed wirelength normalized by instance count came out at 15.7 um. STA classifies the critical path endpoint as a flop. The root buffer cell chosen for the clock tree is clkbuf_16.

The synthesized flop and latch total came out at 100. The combined global-route utilization of all metal layers came out at 0.239. The share of synthesized area in the top cell type comes to 0.221.

Post-CTS timing repair inserted 0 buffers for setup. Prior to clock tree synthesis, the placed netlist has a worst setup slack of 7.35 ns. The reported max-cap violation count came out at 0. The H-tree was split into 3 levels. Per the Yosys statistics, synthesis produced 714 cells. The type of the setup path with the least slack is flop to flop. The number of resized instances in the post-cts repair step is 0. The data arrival time of the critical path came out at 3.86 ns. The HPWL reported at the end of detailed placement is 10100 um. The leakage component of the power was reported as 2.40 nW. The pre-antenna-repair detailed-routing pass consisted of 5 iterations. The worst path meets setup with 7.63 ns of slack. Counting buffers and inverters, the worst setup path is 12 cells deep. The number of warnings the tools reported came out at 27.

The count of hold-fix buffers inserted at cts is 0. Warnings reported by Yosys during synthesis add up to 3. The global-route wire length before repair is 23700 um. The power per unit of standard cell area came out at 99.9 nW/um^2. The async set-reset flop share out of synthesis is 0.

The core outline area is 12100 sq um. The sort of element at the start of the critical path is a flop. The via count of the first global-routing pass is 4833. The final-layout fill cell count is 1099. The area added between synthesis and finish came out at 7.12%. The total standard cell area after synthesis is 6260 sq um. The area of the die is 13000 sq um.

The overall via count from detail_route is 4979.
-- worst max path at each step --
stage,from,end,slack (ns)
after CTS,debplus.counter[7]$_SDFF_PP0_,bright[30]$_DFFE_PP_,7.60
after global routing,debplus.counter[7]$_SDFF_PP0_,bright[30]$_DFFE_PP_,7.33
final,debplus.counter[7]$_SDFF_PP0_,bright[30]$_DFFE_PP_,7.63
-- worst min-delay path, cell delays in order (launching register included) --
cell	delay [ns]
dfxtp_1	0.31
nand2_1	0.05
a21oi_1	0.05
-- synthesized netlist by cell type, drive strengths merged, types with 4 or more instances --
library cell	count
inv	14
edfxtp	31
nor2b	8
nand2b	7
a21o	13
nand4	11
nand3b	9
o21ai	35
clkbuf	15
nor3	16
nand3	34
and3	17
xnor2	35
ha	34
buf	8
and4	4
o21a	8
o21bai	5
nor4	17
a31o	4
a21oi	53
a211oi	6
nand2	57
dfxtp	69
or3	11
o2111ai	4
xor2	61
nor2	88
a31oi	7
-- cells in the final DEF (no fill, tap or decap), drive strengths merged, types with 2 or more instances in the layout --
cell type       n
ha             34
nor4           17
or2             2
nand2          57
buf             4
nor2           88
a31o            4
nand2b          7
xor2           61
a21boi          2
o211ai          3
o21a            8
nand4b          3
o21bai          5
clkdlybuf4s50   4
a21oi          53
a21o           13
and2            2
o21ai          35
and4            4
edfxtp         31
o2111ai         4
a31oi           7
clkbuf         12
a211oi          6
or3            11
or4             2
nand3          34
nor3           16
and3           17
nand4          11
a41oi           2
xnor2          35
inv            17
nor2b           8
dfxtp          69
nand3b          9
mux2i           2
-- stage by stage --
| stage | instance area, sq um | utilization | power, mW | hold slack (ns) |
|---|---|---|---|---|
| finish | 6700 | 0.554 | 0.670 | 0.456 |
| global route | 6700 | 0.554 | 0.693 | 0.478 |
| CTS | 6700 | 0.554 | 0.679 | 0.459 |
| detailed placement | 6430 | 0.531 | 0.386 | 0.450 |
| global placement | 6430 | 0.531 | 0.386 | 0.444 |
| floorplan | 6260 | - | 0.383 | 0.422 |
-- final cells by class --
type | count | share of cell area
multi-input combinational | 577 | 0.564
sequential | 100 | 0.345
timing repair buffer | 8 | 0.0105
clock inverter | 4 | 0.00448
tap | 168 | 0.0314
inverter | 14 | 0.00821
clock buffer | 12 | 0.0368
-- cell families after synthesis --
group,count (synthesis),synth area share
fa+ha+maj,35,0.0712
simple gates,292,0.237
xor+xnor,96,0.134
mux,2,0.00320
flops,100,0.369
buf+inv,37,0.0270
compound gates,152,0.158
-- sequential cells by signal (all words and copies together) (netlist names) --
| name | flops |
|---|---|
| led | 1 |
| debminus.counter | 18 |
| debplus.counter | 18 |
| bright | 31 |
| count | 32 |
-- layer usage --
| metal | vias to the layer above | part of all wire | GRT usage |
|---|---|---|---|
| met2 | 107 | 0.44 | 0.366 |
| met1 | 2291 | 0.50 | 0.376 |
| li1 | 2564 | - | - |
| met3 | 17 | 0.048 | 0.0379 |
| met5 | - | 0 | 0 |
| met4 | 0 | 0.021 | 0.0416 |
-- power breakdown --
group          total (mW)  internal (mW)  leakage [nW]  switching, mW
combinational      0.0100        0.00388          1.43        0.00615
sequential          0.368          0.366         0.835        0.00196
clock               0.292          0.156         0.138          0.136
total               0.670          0.525          2.40          0.144
Power is estimated from default activity; no workload was simulated.
